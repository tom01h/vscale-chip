$ cat design/flow/config.mk
export PLATFORM = sky130hd
export DESIGN_NAME = sasc_brg
export DESIGN_NICKNAME = sasc_brg
export VERILOG_FILES = /design/flow/design.v
export SDC_FILE = /design/flow/constraint.sdc
export NUM_CORES = 4
export LEC_CHECK = 1
export CORE_AREA = 10 10 86 86
export DIE_AREA = 0 0 96 96
$ cat design/flow/constraint.sdc
current_design sasc_brg

set clk_period 1.5
set clk_io_pct 0.2

create_clock -name clk0 -period $clk_period [get_ports {clk}]

set non_clock_inputs [all_inputs -no_clocks]
set_input_delay [expr $clk_period * $clk_io_pct] -clock clk0 $non_clock_inputs
set_output_delay [expr $clk_period * $clk_io_pct] -clock clk0 [all_outputs]
$ cat design/flow/design.v
module sasc_brg(clk, rst, div0, div1, sio_ce, sio_ce_x4);
input		clk;
input		rst;
input	[7:0]	div0, div1;
output		sio_ce, sio_ce_x4;
reg	[7:0]	ps;
reg		ps_clr;
reg	[7:0]	br_cnt;
reg		br_clr;
reg		sio_ce_x4_r;
reg	[1:0]	cnt;
reg		sio_ce, sio_ce_x4;
reg		sio_ce_r ;
reg		sio_ce_x4_t;
always @(posedge clk)
	if(!rst)	ps <= #1 8'h0;
	else
	if(ps_clr)	ps <= #1 8'h0;
	else		ps <= #1 ps + 8'h1;
always @(posedge clk)
	ps_clr <= #1 (ps == div0);	 
always @(posedge clk)
	if(!rst)	br_cnt <= #1 8'h0;
	else
	if(br_clr)	br_cnt <= #1 8'h0;
	else
	if(ps_clr)	br_cnt <= #1 br_cnt + 8'h1;
always @(posedge clk)
	br_clr <= #1 (br_cnt == div1);  
always @(posedge clk)
	sio_ce_x4_r <= #1 br_clr;
always @(posedge clk)
	sio_ce_x4_t <= #1 !sio_ce_x4_r & br_clr;
always @(posedge clk)
	sio_ce_x4 <= #1 sio_ce_x4_t;
always @(posedge clk)
	if(!rst)			cnt <= #1 2'h0;
	else
	if(!sio_ce_x4_r & br_clr)	cnt <= #1 cnt + 2'h1;
always @(posedge clk)
	sio_ce_r <= #1 (cnt == 2'h0);
always @(posedge clk)
	sio_ce <= #1 !sio_ce_r & (cnt == 2'h0);
endmodule
$ cat design/flow/run.sh
#!/bin/bash
# OpenROAD 26Q1-2900-gdf79404cd8, Yosys 0.63+post, stock flow scripts
make -C /OpenROAD-flow-scripts/flow DESIGN_CONFIG=/design/flow/config.mk WORK_HOME=/design/flow/orfs finish
==> results.sh <==
# source this file to load flow results
export IMPL_status="complete, no violations"
export IMPL_top_cells_by_count="dfxtp_1 (25), xnor2_1 (19), nor2_1 (11)"
export IMPL_ys_area_sq_mm=0.001080
export IMPL_htree_levels=1
export IMPL_drv_cap=0
export IMPL_cp_startpoint="br_cnt[1]"
export IMPL_post_cts_buffers=0
export IMPL_antenna_found_initial=0
export IMPL_chipHeight_microns=96
export IMPL_worst_pin_slew_ns=0.3414
export IMPL_antenna_cells=0
export IMPL_pwr_density_cell_mw_per_mm2=828.7
export IMPL_setup_tns_final_ns=0
export IMPL_ant_nets=0
export IMPL_chip_area_sq_mm=0.009216
export IMPL_r2r_end="br_cnt[6]"
export IMPL_peakVddDrop_mv=0.3305
export IMPL_rr_worst_depth=4
export IMPL_edf_count=0
export IMPL_wl_mm=1.978
export IMPL_io_buffers=19
export IMPL_cts_resized=0
export IMPL_rsz0062_at_grt="no"
export IMPL_critPathMaxFanout=4
export IMPL_slew_headroom_pct=77.21
export IMPL_hold_viol_final=0
export IMPL_holdWs_ns=0.3333
export IMPL_num_rows=27
export IMPL_r2r_slack_ns=0.17
export IMPL_clockBufferDepth=2
export IMPL_fin_skew_ns=0.001759
export IMPL_clk_pin_slew_ns=0.08
export IMPL_critical_path_class="register to register"
export IMPL_finalInstanceArea_sq_mm=0.001406
export IMPL_warnings=25
export IMPL_r2r_start="br_cnt[1]"
export IMPL_crit_slowest_cell="dfxtp_1"
export IMPL_fill_cells=601
export IMPL_area_growth_pct=30.24
export IMPL_cp_cell_sequence="ha_1 > nand4_2 > or3_1 > a21oi_1"
export IMPL_fp_dieW_microns=96
export IMPL_holdCritPathClass="register to register"
export IMPL_ys_seq_share_pct=46.35
export IMPL_leakage_nw=0.4636
export IMPL_max_stage_delay_ns=0.41
export IMPL_grt_pass1_wl_mm=3.360
export IMPL_clock_sinks=25
export IMPL_synthArstFlopShare_pct=0
export IMPL_grt_ovfl_total=0
export IMPL_dp_slack_ns=0.1804
export IMPL_cts_hold_buf=0
export IMPL_dr_first_iter_drc_count=24
export IMPL_cts_tree="yes"
export IMPL_flop_cell="dfxtp_1"
export IMPL_ios=20
export IMPL_yosysMostFrequentCell="dfxtp_1"
export IMPL_grt_max_degree=14
export IMPL_hpwl_mm=1.575
export IMPL_clkLatencyLatePin_ns=0.26
export IMPL_top_cell_area_share_pct=46.35
export IMPL_cp_arrival_ns=1.52
export IMPL_cts_made_buffers=3
export IMPL_dpl_cell_area_sq_mm=0.001361
export IMPL_cp_required_ns=1.69
export IMPL_max_freq_mhz=751.7
export IMPL_via_per_inst=3.739
export IMPL_dr_pass1_iters=4
export IMPL_end_kind="register"
export IMPL_synth_area_sq_mm=0.001080
export IMPL_final_max_slew_viol_count=0
export IMPL_yosysUniqueCellTypes=20
export IMPL_ys_cells=113
export IMPL_gp_congestion=0.7598
export IMPL_grt_use_total_pct=4.484
export IMPL_drive_gt1_share_pct=5.185
export IMPL_finalWorstSetupSlack_ns=0.1696
export IMPL_fin_crit_sh_pct=88.69
export IMPL_power_mw=1.165
export IMPL_root_buffer="clkbuf_8"
export IMPL_yosys_warnings=1
export IMPL_synth_area_per_cell_sq_um=9.556
export IMPL_synthTopCellsByArea="dfxtp_1 (46%), xnor2_1 (15%), xor2_1 (4.1%)"
export IMPL_wl_per_cell_microns=9.556
export IMPL_start_kind="register"
export IMPL_syn_instance_count=113
export IMPL_endpoint="br_cnt[6]"
export IMPL_vias=774
export IMPL_initCoreUtil_pct=19.49
export IMPL_synth_flops=25
export IMPL_first_global_vias=729
export IMPL_setup_violations=0
export IMPL_layout_min_cycle_time_ns=1.330
export IMPL_yosys_area_top_type="dfxtp_1"
export IMPL_core_area_sq_mm=0.005540
export IMPL_drc=0
## logic make-up (layout without fill, tap and decap cells)
kind of cell    after synthesis  count (layout)  share of synthesized area (%)
mux                           2               2                          1.854
buf+inv                       5              27                          1.970
flops                        25              25                          46.35
xor+xnor                     24              24                          19.47
compound gates               12              12                          5.561
fa+ha+maj                     3               3                          3.477
simple gates                 42              42                          21.32
## per-stage QoR
stage,instances,util (%)
finish,207,25.38
global route,207,25.38
CTS,207,25.38
detailed placement,203,24.57
global placement,203,24.57
floorplan,113,-
## area by class of cell
cell class	instances	area, sq um	area share (%)
Multi-Input combinational cell	83	558.0	39.68
Timing Repair Buffer	21	205.2	14.59
Clock buffer	4	45.04	3.203
Sequential cell	25	500.5	35.59
Tap cell	72	90.09	6.406
Inverter	2	7.507	0.5338
## how the worst min path moves through the flow
stage,cells after the start,slack [ns],endpoint,from
6_report,0,0.33,sio_ce_x4,sio_ce_x4_t
5_1_grt,0,0.34,sio_ce_x4,sio_ce_x4_t
4_1_cts,0,0.33,sio_ce_x4,sio_ce_x4_t
## sequential cells by signal, summed over array words and instances (netlist names)
register,cells
ps,8
sio_ce_x4,1
sio_ce_r,1
cnt,2
sio_ce,1
br_clr,1
sio_ce_x4_r,1
sio_ce_x4_t,1
ps_clr,1
br_cnt,8
## cell usage in the layout (no fill, tap or decap)
cell type        Yosys  final
dfxtp_1             25     25
xnor2_1             19     19
clkdlybuf4s50_1      0     19
nor2_1              11     11
nand4_1              6      6
or3_1                6      6
a21oi_1              6      6
nand2_1              5      5
o21ai_0              5      5
xor2_1               5      5
nor2b_1              4      4
nand3_1              4      4
ha_1                 3      3
clkbuf_8             0      3
inv_1                2      2
nand2b_1             2      2
and2_1               2      2
nand4_2              2      2
mux2i_1              2      2
buf_4                0      2
o21ai_1              1      1
clkbuf_1             1      1
## per-layer routing
metal  share of wire [%]  wire, microns  GRT usage [%]
met1                  48            958          6.211
met3                 7.7            152          1.808
met5                   0              0              0
met4                0.86             17         0.6143
met2                  43            850          6.614
## power by group
| group | internal, mW | total [mW] | switching, mW |
|---|---|---|---|
| Clock | 0.189 | 0.382 | 0.192 |
| Sequential | 0.671 | 0.681 | 0.00982 |
| Combinational | 0.0698 | 0.103 | 0.0332 |
## worst max-delay path, delay by kind of cell, from the launching register on
family | cells | cell delay (ns)
AND/OR/NAND/NOR | 2 | 0.51
adder cells (fa/ha/maj) | 1 | 0.21
flip-flops | 1 | 0.41
AND-OR/OR-AND | 1 | 0.14
Power is estimated from default activity; no workload was simulated.
