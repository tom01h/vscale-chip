`design/flow/run.sh`:
```
#!/bin/bash
# OpenROAD 26Q1-2900-gdf79404cd8, Yosys 0.63+post, stock flow scripts
make -C /OpenROAD-flow-scripts/flow DESIGN_CONFIG=/design/flow/config.mk WORK_HOME=/design/flow/orfs finish
```
`design/flow/config.mk`:
```
export PLATFORM = sky130hd
export DESIGN_NAME = sasc_top
export DESIGN_NICKNAME = sasc_top
export VERILOG_FILES = /design/flow/design.v
export SDC_FILE = /design/flow/constraint.sdc
export NUM_CORES = 4
export LEC_CHECK = 1
export CORE_UTILIZATION = 30
```
`design/flow/constraint.sdc`:
```
current_design sasc_top

set clk_period 4.7
set clk_io_pct 0.2

create_clock -name clk0 -period $clk_period [get_ports {clk}]

set non_clock_inputs [all_inputs -no_clocks]
set_input_delay [expr $clk_period * $clk_io_pct] -clock clk0 $non_clock_inputs
set_output_delay [expr $clk_period * $clk_io_pct] -clock clk0 [all_outputs]
```
`design/flow/design.v`:
```
module sasc_fifo4(clk, rst, clr,  din, we, dout, re, full, empty);
input		clk, rst;
input		clr;
input   [7:0]	din;
input		we;
output  [7:0]	dout;
input		re;
output		full, empty;
reg     [7:0]	mem[0:3];
reg     [1:0]   wp;
reg     [1:0]   rp;
wire    [1:0]   wp_p1;
wire    [1:0]   wp_p2;
wire    [1:0]   rp_p1;
wire		full, empty;
reg		gb;
always @(posedge clk or negedge rst)
        if(!rst)	wp <= #1 2'h0;
        else
        if(clr)		wp <= #1 2'h0;
        else
        if(we)		wp <= #1 wp_p1;
assign wp_p1 = wp + 2'h1;
assign wp_p2 = wp + 2'h2;
always @(posedge clk or negedge rst)
        if(!rst)	rp <= #1 2'h0;
        else
        if(clr)		rp <= #1 2'h0;
        else
        if(re)		rp <= #1 rp_p1;
assign rp_p1 = rp + 2'h1;
assign  dout = mem[ rp ];
always @(posedge clk)
        if(we)     mem[ wp ] <= #1 din;
assign empty = (wp == rp) & !gb;
assign full  = (wp == rp) &  gb;
always @(posedge clk)
	if(!rst)			gb <= #1 1'b0;
	else
	if(clr)				gb <= #1 1'b0;
	else
	if((wp_p1 == rp) & we)		gb <= #1 1'b1;
	else
	if(re)				gb <= #1 1'b0;
endmodule
module sasc_top(	clk, rst,
			rxd_i, txd_o, cts_i, rts_o, 
			sio_ce, sio_ce_x4,
			din_i, dout_o, re_i, we_i, full_o, empty_o);
input		clk;
input		rst;
input		rxd_i;
output		txd_o;
input		cts_i;
output		rts_o; 
input		sio_ce;
input		sio_ce_x4;
input	[7:0]	din_i;
output	[7:0]	dout_o;
input		re_i, we_i;
output		full_o, empty_o;
parameter	START_BIT	= 1'b0,
		STOP_BIT	= 1'b1,
		IDLE_BIT	= 1'b1;
wire	[7:0]	txd_p;
reg		load;
reg		load_r;
wire		load_e;
reg	[9:0]	hold_reg;
wire		txf_empty;
reg		txd_o;
reg		shift_en;
reg	[3:0]	tx_bit_cnt;
reg		rxd_s, rxd_r;
wire		start;
reg	[3:0]	rx_bit_cnt;
reg		rx_go;
reg	[9:0]	rxr;
reg		rx_valid, rx_valid_r;
wire		rx_we;
wire		rxf_full;
reg		rts_o;
reg		txf_empty_r;
reg		shift_en_r;
reg		rxd_r1, rxd_r2;
wire		lock_en;
reg		change;
reg		rx_sio_ce_d, rx_sio_ce_r1, rx_sio_ce_r2, rx_sio_ce;
reg	[1:0]	dpll_state, dpll_next_state;
reg 	[5:0] 	rxd_dly;  
sasc_fifo4 tx_fifo(	.clk(		clk		),
			.rst(		rst		),
			.clr(		1'b0		),
			.din(		din_i		),
			.we(		we_i		),
			.dout(		txd_p		),
			.re(		load_e		),
			.full(		full_o		),
			.empty(		txf_empty	)
			);
sasc_fifo4 rx_fifo(	.clk(		clk		),
			.rst(		rst		),
			.clr(		1'b0		),
			.din(		rxr[9:2]	),
			.we(		rx_we		),
			.dout(		dout_o		),
			.re(		re_i		),
			.full(		rxf_full	),
			.empty(		empty_o		)
			);
always @(posedge clk)
	if(!rst)	txf_empty_r <= #1 1'b1;
	else
	if(sio_ce)	txf_empty_r <= #1 txf_empty;
always @(posedge clk)
	load <= #1 !txf_empty_r & !shift_en & !cts_i;
always @(posedge clk)
	load_r <= #1 load;
assign load_e = load & sio_ce;
always @(posedge clk)
	if(load_e)		hold_reg <= #1 {STOP_BIT, txd_p, START_BIT};
	else
	if(shift_en & sio_ce)	hold_reg <= #1 {IDLE_BIT, hold_reg[9:1]};
always @(posedge clk)
	if(!rst)				txd_o <= #1 IDLE_BIT;
	else
	if(sio_ce)
		if(shift_en | shift_en_r)	txd_o <= #1 hold_reg[0];
		else				txd_o <= #1 IDLE_BIT;
always @(posedge clk)
        if(!rst)		tx_bit_cnt <= #1 4'h9;
	else
	if(load_e)		tx_bit_cnt <= #1 4'h0;
	else
	if(shift_en & sio_ce)	tx_bit_cnt <= #1 tx_bit_cnt + 4'h1;
always @(posedge clk)
	shift_en <= #1 (tx_bit_cnt != 4'h9);
always @(posedge clk)
	if(!rst)	shift_en_r <= #1 1'b0;
	else
	if(sio_ce)	shift_en_r <= #1 shift_en;
always @(posedge clk)
begin
    rxd_dly[5:1] <= #1 rxd_dly[4:0];
	 rxd_dly[0] <= #1rxd_i;
	 rxd_s <= #1rxd_dly[5];   
    rxd_r <= #1 rxd_s;   
end
assign start = (rxd_r == IDLE_BIT) & (rxd_s == START_BIT);
always @(posedge clk)
        if(!rst)		rx_bit_cnt <= #1 4'ha;
	else
	if(!rx_go & start)	rx_bit_cnt <= #1 4'h0;
	else
	if(rx_go & rx_sio_ce)	rx_bit_cnt <= #1 rx_bit_cnt + 4'h1;
always @(posedge clk)
	rx_go <= #1 (rx_bit_cnt != 4'ha);
always @(posedge clk)
	rx_valid <= #1 (rx_bit_cnt == 4'h9);
always @(posedge clk)
	rx_valid_r <= #1 rx_valid;
assign rx_we = !rx_valid_r & rx_valid & !rxf_full;
always @(posedge clk)
	if(rx_go & rx_sio_ce)	rxr <= {rxd_s, rxr[9:1]};
always @(posedge clk)
	rts_o <= #1 rxf_full;
always @(posedge clk)
	if(sio_ce_x4)	rxd_r1 <= #1 rxd_s;
always @(posedge clk)
	if(sio_ce_x4)	rxd_r2 <= #1 rxd_r1;
always @(posedge clk)
    if(!rst)        
        change <= #1 1'b0;
    else if ((rxd_dly[1] != rxd_r1) || (rxd_dly[1] != rxd_s))
        change <= #1 1'b1;
    else if(sio_ce_x4)
        change <= #1 1'b0;
always @(posedge clk or negedge rst)
	if(!rst)	dpll_state <= #1 2'h1;
	else
	if(sio_ce_x4)	dpll_state <= #1 dpll_next_state;
always @(dpll_state or change)
   begin
	rx_sio_ce_d = 1'b0;
	case(dpll_state)
	   2'h0:
		if(change)	dpll_next_state = 3'h0;
		else		dpll_next_state = 3'h1;
	   2'h1:begin
		rx_sio_ce_d = 1'b1;
		if(change)	dpll_next_state = 3'h3;
		else		dpll_next_state = 3'h2;
		end
	   2'h2:
		if(change)	dpll_next_state = 3'h0;
		else		dpll_next_state = 3'h3;
	   2'h3:
		if(change)	dpll_next_state = 3'h0;
		else		dpll_next_state = 3'h0;
	endcase
   end
always @(posedge clk)
	rx_sio_ce_r1 <= #1 rx_sio_ce_d;
always @(posedge clk)
	rx_sio_ce_r2 <= #1 rx_sio_ce_r1;
always @(posedge clk)
	rx_sio_ce <= #1 rx_sio_ce_r1 & !rx_sio_ce_r2;
endmodule
```
==> flow_metrics.env <==
# flow metrics
export IMPL_post_synth_instance_area_mm2=0.00473
export IMPL_mi_logic_area_mm2=0.00125
export IMPL_cp_slowest_stage_delay_ps=730
export IMPL_wire_length_of_the_first_global_routing_pass_um=12000
export IMPL_ff2ff_path_depth=3
export IMPL_maximum_number_of_pins_on_one_net_before_global_route_repair=26
export IMPL_yosys_warnings=2
export IMPL_power_per_cell_area_mw_per_mm2=578
export IMPL_htreeDepth=4
export IMPL_crit_path_start="rx_fifo.rp[0]$_DFFE_PN0P_"
export IMPL_grt_total_usage_pct=9.96
export IMPL_post_cts_setup_buffers=0
export IMPL_ff_type="edfxtp_1"
export IMPL_ctsRootBufferMaster="clkbuf_16"
export IMPL_postSynthRegisterBits=125
export IMPL_detail_route_first_pass_iterations=4
export IMPL_crit_reg2reg_capture="rx_fifo.mem[1][5]$_DFFE_PP_"
export IMPL_antenna_violations_before_repair=0
export IMPL_power_frac_comb_pct=16.8
export IMPL_min_path_type="flip-flop to flip-flop"
export IMPL_cts_resized=0
export IMPL_cts_hold_repair_buffers=0
export IMPL_critical_path_cell_chain="mux4_2 > clkdlybuf4s50_1"
export IMPL_clk_latency_ps=400
export IMPL_timing_hold_worst_endpoint="rxd_dly[3]$_DFF_P_"
export IMPL_sw_frac_of_total_pct=25.9
export IMPL_num_clock_sinks=125
export IMPL_worstMarginPinSlew_ps=659
export IMPL_crit_fanout=11
export IMPL_routedWlPerCell_um=13.3
export IMPL_crit_path_start_kind="flip-flop"
export IMPL_period_needed_ps=3070
export IMPL_postSynth_asyncResetShare_pct=9.60
export IMPL_crit_family="flip-flops"
export IMPL_post_synth_top_area_fraction_pct=51.5
export IMPL_tritoncts="yes"
export IMPL_layout_area_seq_mm2=0.00337
export IMPL_final_non_filler_cell_area_mm2=0.00581
export IMPL_worst_path_max_delay_cell="dfrtp_1"
export IMPL_clock_skew_ps=5.43
export IMPL_floorplan_die_width_um=128
export IMPL_intPower_mw=2.49
export IMPL_tns_ps=0
export IMPL_weighted_congestion_reported_at_the_end_of_routability_driven_placement=0.763
export IMPL_chipArea_mm2=0.0163
export IMPL_criticalPathCategory="flip-flop to output pin"
export IMPL_rsz0062_at_grt="false"
export IMPL_stage_log_warnings=34
export IMPL_irDropWorstVdd_uv=232
export IMPL_routed_via_density=4.36
export IMPL_non_filler_instance_count_after_layout=548
export IMPL_clock_transition_at_path_regs_ps=50
export IMPL_netlist_top_cells_count="edfxtp_1, dfxtp_1, nand2_1"
export IMPL_power_leakage_nw=2.05
export IMPL_clockBufferDepth=2
export IMPL_finalPower_mw=3.36
export IMPL_timing_max_slew_rel_slack_pct=56.1
export IMPL_drt_iter0_markers=143
export IMPL_core_rowCount=45
export IMPL_launch_point_of_the_worst_reg_to_reg_path="rx_fifo.rp[0]$_DFFE_PN0P_"
export IMPL_place_detailed_hpwl_um=4590
export IMPL_whs_ps=324
export IMPL_critical_path_buf_inv_count=1
export IMPL_num_fill_cells=1392
export IMPL_areaGrowthSynthToFinish_pct=22.8
export IMPL_remaining_overflow_grt=0
export IMPL_dpl_cell_area_mm2=0.00522
export IMPL_fmaxAchievable_ghz=0.325
export IMPL_yosys_stat_area_mm2=0.00473
export IMPL_hp_start="rxd_dly[2]$_DFF_P_"
export IMPL_pwr_share_clk_pct=37.4
export IMPL_place_inst=516
export IMPL_totalWireLength_um=7290
export IMPL_grt_pass1_vias=2387
export IMPL_coreArea_mm2=0.0153
export IMPL_synth_seq_share_pct=71.4
export IMPL_crit_arrival_ps=2130
export IMPL_ant_nets=0
export IMPL_ios=28
export IMPL_critical_path_endpoint_type="output pin"
export IMPL_total_switching_power_mw=0.871
export IMPL_dr_total_vias=2389
export IMPL_finalSetupViolations=0
export IMPL_worst_r2r_setup_slack_ps=2610
export IMPL_synth_stat_cells=286
export IMPL_netlist_top_cells_area="edfxtp_1, dfxtp_1, mux4_2"
export IMPL_post_synth_cell_area_avg_um2=16.5
export IMPL_hold_path_depth=0
export IMPL_slew_violations=0
export IMPL_portBuffers=27
export IMPL_cts_bufs_inserted=17
export IMPL_outcome="complete, no violations"
export IMPL_largest_area_cell="edfxtp_1"
export IMPL_number_of_enable_type_register_cells_in_the_synthesized_netlist=81
export IMPL_power_sequential_fraction_pct=45.8
export IMPL_timing_final_hold_violations=0
export IMPL_netlist_top_cell_by_instances="edfxtp_1"
export IMPL_floorplan_initialDensity_pct=30.9
export IMPL_min_period_over_period_pct=65.4
export IMPL_netlist_instances=286
export IMPL_drc=0
export IMPL_die_height_um=128
export IMPL_yosysUniqueCellTypes=42
export IMPL_cp_data_required_time_ps=3760
export IMPL_post_route_cells_drive_above_1_share_pct=14.8
export IMPL_insertedDiodeCount=0
export IMPL_number_of_max_cap_violations=0
==> placed cells by master, fill, tap and decap left out, types with 8 or more instances in the layout <==
master            n
clkdlybuf4s50_1  27
inv_1            15
o21ai_0           9
dfrtp_1          11
nand2_1          17
ha_1             13
and2_1           12
xnor2_1           8
mux4_2           14
dfxtp_1          32
edfxtp_1         81
clkbuf_16        17
==> worst reg2reg max path, stage by stage (launching register included) <==
cell	delay, ps
dfrtp_1	730
xnor2_1	260
a31oi_4	280
and2_1	470
==> cell type report <==
type,count,area share [%]
sequential,125,58.1
multi-input combinational,137,21.5
clock buffer,19,7.63
timing repair buffer,28,4.78
tap,211,4.55
clock inverter,13,2.46
inverter,15,0.970
==> per-stage QoR <==
stage / utilization, % / setup WS, ps
2_1_floorplan: - / 2660
3_3_place_gp: 34.1 / 2050
3_5_place_dp: 34.1 / 2010
4_1_cts: 37.9 / 1570
5_1_grt: 37.9 / 1480
6_report: 37.9 / 1630
==> how the worst max path moves through the flow <==
stage	end	slack (ps)	depth (start not counted)
finish	dout_o[3]	1630	2
global route	empty_o	1480	3
CTS	dout_o[3]	1570	2
==> power by group through the flow <==
| stage | Sequential (mW) | Combinational [mW] | Clock [mW] |
|---|---|---|---|
| after CTS | 1.54 | 0.573 | 1.28 |
| after global routing | 1.57 | 0.631 | 1.33 |
| final | 1.54 | 0.565 | 1.26 |
==> cells by family (layout without fill, tap and decap cells) <==
logic type	after synthesis	count (layout)	share of synthesized area [%]
flip-flops	125	125	71.4
AND/OR/NAND/NOR	58	58	6.46
AND-OR/OR-AND	34	34	5.66
buffers and inverters	24	75	2.22
multiplexers	18	18	8.23
XOR/XNOR	14	14	2.59
adder cells (fa/ha/maj)	13	13	3.44
==> metal layers <==
metal	track usage (%)	vias to the layer above	wire [um]	share of wire (%)
met5	0	-	0	0
met4	1.82	0	134	1.8
met3	5.67	9	656	9.0
met2	14.5	98	3280	45
met1	13.6	1124	3220	44
li1	-	1158	-	-
Power is estimated from default activity; no workload was simulated.
